[config.mk]
export PLATFORM = sky130hd
export DESIGN_NAME = multiplier
export DESIGN_NICKNAME = multiplier
export VERILOG_FILES = /design/flow/design.v
export SDC_FILE = /design/flow/constraint.sdc
export NUM_CORES = 4
export LEC_CHECK = 1
export CORE_AREA = 10 10 82 82
export DIE_AREA = 0 0 92 92
[constraint.sdc]
current_design multiplier

set clk_period 1.8
set clk_io_pct 0.2

create_clock -name clk0 -period $clk_period [get_ports {clk}]

set non_clock_inputs [all_inputs -no_clocks]
set_input_delay [expr $clk_period * $clk_io_pct] -clock clk0 $non_clock_inputs
set_output_delay [expr $clk_period * $clk_io_pct] -clock clk0 [all_outputs]
[design.v]
module dflipflop (input clk, input reset, input preset, 
		  input enable, input d, output q);
   reg state;
   assign q = state;
   always @(posedge clk) begin
      if (reset)
	state <= 0;
      else if (preset)
	state <= 1;
      else if (enable)
	state <= d;
   end
endmodule  
module fa(input logic a,    
	   input logic 	b,  
	   input logic 	c,  
	   output logic ps,
	   output logic sc);
   assign ps = a^b^c;
   assign sc = a&b | b&c | a&c;
endmodule  
module ha(input logic a,
	  input logic  b,
	  output logic ps,
	  output logic sc);
   assign ps = a^b;
   assign sc = a&b;
endmodule  
module multiplier(input logic clk, reset,
                  input logic [3:0] a,
		  input logic [3:0] b,
		  output logic [7:0] p);
   logic [7:0] p_next;
   register8 regout(.clk(clk),.reset(reset),.load(1'b1),.clear(1'b0),.d(p_next),.q(p));
   logic ppl0, ppl1, ppl2, ppl3, ppl4, ppl5, ppl6, ppl7, ppl8, ppl9 ,ppl10 ,ppl11 ,ppl12; 
   logic [3:0][3:0] 		      pp;
   assign pp[0] = {4{a[0]}} & b;  
   assign pp[1] = {4{a[1]}} & b;
   assign pp[2] = {4{a[2]}} & b;
   assign pp[3] = {4{a[3]}} & b;
   logic [2:0][2:0] 		      dc;
   logic [1:0] 			      hc;
   logic [2:0][1:0] 		      ps;
   assign p_next[0] = ppl10;
   ha ha1(.a(pp[0][1]),.b(pp[1][0]),.ps(ppl11),.sc(dc[0][0]));
   ha ha2(.a(pp[0][2]),.b(pp[1][1]),.ps(ps[0][0]),.sc(dc[0][1]));
   fa fa2(.a(pp[2][0]),.b(dc[0][0]),.c(ps[0][0]),.ps(ppl1),.sc(ppl2));
   ha ha3(.a(pp[0][3]),.b(pp[1][2]),.ps(ps[0][1]),.sc(dc[0][2]));
   fa fa30(.a(pp[2][1]),.b(dc[0][1]),.c(ps[0][1]),.ps(ppl3),.sc(ppl4));
   fa fa31(.a(ppl12),.b(dc[1][0]),.c(ps[1][0]),.ps(p_next[3]),.sc(dc[2][0]));
   fa fa40(.a(pp[2][2]),.b(pp[1][3]),.c(dc[0][2]),.ps(ppl5),.sc(ppl6));
   fa fa41(.a(ppl13),.b(dc[1][1]),.c(ps[1][1]),.ps(ps[2][0]),.sc(dc[2][1]));
   ha ha4(.a(dc[2][0]),.b(ps[2][0]),.ps(p_next[4]),.sc(hc[0]));
   fa fa50(.a(ppl7),.b(ppl8),.c(dc[1][2]),.ps(ps[2][1]),.sc(dc[2][2]));
   fa fa51(.a(ps[2][1]),.b(dc[2][1]),.c(hc[0]),.ps(p_next[5]),.sc(hc[1]));
   fa fa67(.a(ppl9),.b(dc[2][2]),.c(hc[1]),.ps(p_next[6]),.sc(p_next[7]));
   register0 pipe0(.clk(clk), .reset(reset), .load(1'b1), .clear(1'b0), .d(ppl1), .q(p_next[2]));
   register0 pipe1(.clk(clk), .reset(reset), .load(1'b1), .clear(1'b0), .d(ppl2), .q(dc[1][0]));
   register0 pipe2(.clk(clk), .reset(reset), .load(1'b1), .clear(1'b0), .d(ppl3), .q(ps[1][0]));
   register0 pipe3(.clk(clk), .reset(reset), .load(1'b1), .clear(1'b0), .d(ppl4), .q(dc[1][1]));
   register0 pipe4(.clk(clk), .reset(reset), .load(1'b1), .clear(1'b0), .d(ppl5), .q(ps[1][1]));
   register0 pipe5(.clk(clk), .reset(reset), .load(1'b1), .clear(1'b0), .d(ppl6), .q(dc[1][2]));
   register0 pipe6(.clk(clk), .reset(reset), .load(1'b1), .clear(1'b0), .d(pp[2][3]), .q(ppl7));
   register0 pipe7(.clk(clk), .reset(reset), .load(1'b1), .clear(1'b0), .d(pp[3][2]), .q(ppl8));
   register0 pipe8(.clk(clk), .reset(reset), .load(1'b1), .clear(1'b0), .d(pp[3][3]), .q(ppl9));
   register0 pipe9(.clk(clk), .reset(reset), .load(1'b1), .clear(1'b0), .d(pp[0][0]), .q(ppl10));
   register0 pipe10(.clk(clk), .reset(reset), .load(1'b1), .clear(1'b0), .d(ppl11), .q(p_next[1]));
   register0 pipe11(.clk(clk), .reset(reset), .load(1'b1), .clear(1'b0), .d(pp[3][0]), .q(ppl12));
   register0 pipe12(.clk(clk), .reset(reset), .load(1'b1), .clear(1'b0), .d(pp[3][1]), .q(ppl13));
endmodule  
module register0(
   input clk,
   input reset,
   input load, 
   input clear,
   input d,
   output q
);
   logic enable;
   logic loadvalue;
   assign enable = load | clear;
   assign loadvalue = clear? 1'b0 : d;
   dflipflop ff1 (
      .clk(clk),
      .reset(reset),
      .preset(1'b0),
      .enable(enable), 
      .d(loadvalue),
      .q(q)
   );
endmodule 
module register8(input clk, input reset, input load, input clear, input [7:0] d, output [7:0] q);
   logic enable;
   logic [7:0] loadvalue;
   assign enable = load | clear;
   assign loadvalue = clear ? 8'h00 : d;
   dflipflop ff[7:0] (.clk(clk),.reset(reset),.preset(1'b0),
		       .enable(enable),.d(loadvalue),.q(q));
endmodule  
[run.sh]
#!/bin/bash
# OpenROAD 26Q1-2900-gdf79404cd8, Yosys 0.63+post, stock flow scripts
make -C /OpenROAD-flow-scripts/flow DESIGN_CONFIG=/design/flow/config.mk WORK_HOME=/design/flow/orfs finish
==> results.txt <==
From the run reports.

- The flow ran to the end, but the final reports show violations.
- The final reports fail on setup timing.
- Headroom to the max-slew limit came out at 73.9%.
- The OpenROAD report gives the critical path a required time of slightly below 2 ns.
- Looking at the clock tree report, the maximum root-to-sink buffer count equals 2.
- In this run the most critical hold path is launched from pipe10.ff1.state.
- CTS added clock buffers totalling 3.
- The pin count of the biggest net entering global routing reads 14.
- The worst hold path class is flip-flop to flip-flop.
- The remaining number of nets flagged by the antenna check after routing is 0.
- The critical register-to-register path startpoint reads pipe4.ff1.state.
- The die height reads 92 microns.
- In this run the layout overhead on the synthesized area is reported as 29.1%.
- Setup repair after global routing could not meet its margin everywhere.
- Leaving out fill and tap cells, the most frequent cells in the layout are 19 x dfxtp_1, 17 x clkdlybuf4s50_1, 14 x inv_1.
- The post-detailed-routing wire length is 1350 microns.
- Global routing used 3.31% of the available tracks.
- For reference, the critical path cell chain is fa_1 -> ha_2 -> inv_2 -> fa_2 -> inv_2 -> fa_1 -> nor2b_1.
- The width of the die reads 92 microns.
- The synthesis-stage register bit count is 21.
- The routability-driven placement congestion ratio is 0.800.
- The final max-slew violation count is 0.
- The worst setup path is launched from a flip-flop.
- In the floorplan report the effective utilization is roughly a fifth.
- The number of logic stages on the critical path including buffering reads 7.
- The via density per instance is between 3 and 4.
- The leading cell type in the layout, fill and taps excluded reads dfxtp_1.
- 18 I/O pins were placed.
- The clock slew seen by the registers of the worst setup and hold paths reads 0.07 ns.
- The setup violation total in the final timing report reads 2.
- The fraction of final layout cells with drive strength greater than 1 is 14.2%.
- The worst hold-check slack is 0.439 ns.
- The remaining global-route overflow reads 0.
- The initial antenna violation count was 0.
- The count of input and output buffers is 17.
- The share of the core filled with cells in the final layout reads 24.1%.
- The category of the worst setup path capture point is a flip-flop.
- Yosys mapped the design onto 12 distinct sky130hd cell types.
- For the worst setup path, the data arrival time is 2.21 ns.
- The residual DRC count is 0.
- On the worst path, the slowest cell contributes a delay of roughly 0.53 ns.
- For the finished layout, the period the worst path requires is 2.05 ns.
- For the worst flop-to-flop path, the logic depth is 7.
- The average detailed-routed wire length per instance reads 7.64 microns.
- The post-cts hold buffer count is 0.
- The setup slack of the critical path after layout reads -0.250 ns.
- The number of setup buffers added after CTS is 0.
- The total of max-cap violations reads 0.
- For the pin with the worst max-slew slack, the measured transition is 0.390 ns.
- Together, buffers and inverters on the worst path number 2.
- Summed over all failing endpoints, the final setup total negative slack is -0.257 ns.
- The number of DRC markers in iteration 0 is 6.
- The buffer type at the clock tree root is clkbuf_8.
- The post-synthesis instance total reads 90.
- For this run, the top clock speed supported by timing is 0.488 GHz.
- After synthesis the cells add up to 946 sq um.
- The hold path depth reads 1.
- The via count of the first global-routing pass was 601.
- The number of levels in the clock H-tree reads 1.
- The area of the core reads 5070 sq um.
- The layout report lists the multi-input gate area as 394 sq um.
- TritonCTS built the clock tree.
- The final-report hold violation count is 0.
- The total die area reads 8460 sq um.
- Summing internal, switching and leakage power gives 0.000921 W.
- The maximum vdd drop is around 260 uV.
- The cell count listed in synth_stat.txt is roughly 90.
- For reference, the most critical setup path is categorized as flip-flop to flip-flop.
- The clock tree skew after final layout is 0.00390 ns.
- The total vias in the final route is 544.
- The launch point of the critical path is pipe4.ff1.state.
- The total of warnings raised by yosys is 2.
- The total number of placement rows reads 26.
- The length of the first detailed-routing pass in iterations is 3.
- The chip area estimate from yosys synthesis is 946 sq um.
- The first global-routing pass estimated 2460 microns of wire.
- For this run, the script counts the antenna cells in the layout as 0.
- On the critical path, the stage with the largest delay is an instance of fa_1.
- Sequential elements use 44.4% of the synthesized area.
- Counting the fill cells in the layout gives approximately 570.
- The final clock period utilization by the worst path is 114%.
- The layout report lists the combined flip-flop and latch area as 423 sq um.
- The half-perimeter wire length after placement is 1170 microns.
- The timing report attributes the biggest portion of critical-path delay to adder cells.
- The OpenROAD warning count reads 28.
- The leakage component of the power was reported as 0.512 nW.
- The number of clock sinks reads 21.
- Each instance of the synthesized netlist takes up on average 10.5 sq um.
- Per the skew report, the later register of the worst-skew pair sees a clock latency of 0.26 ns.
- The critical-path maximum fanout reads 1.
- The flow reported a cell area power density of between 700 and 800 nW/um^2.
==> report_power, final <==
group          internal (W)  switching (W)  leakage (nW)
combinational     0.0000742      0.0000467         0.318
sequential         0.000493     0.00000733         0.173
clock              0.000156       0.000144        0.0217
==> final cells by class <==
class	count	share of cell area, %
tap	70	7.17
sequential	21	34.6
inverter	16	4.92
multi-input combinational	43	32.3
clock inverter	1	0.615
timing repair buffer	22	17.0
clock buffer	3	3.38
==> cells by family after synthesis <==
logic type	synth area share, %
adders and majority gates	22.2
buffers and inverters	14.4
DFF	44.4
and+or+nand+nor	18.9
==> cell usage after synthesis <==
master	n	share of area, %
ha_1	4	5.3
nor2_1	8	3.2
dfxtp_1	21	44
nor2b_1	7	4.6
inv_1	16	6.3
nand2_1	4	1.6
buf_6	1	1.2
buf_2	1	0.53
fa_1	8	17
and2_1	6	4.0
and3b_1	6	5.6
buf_4	8	6.3
==> layer usage <==
metal | part of all wire (%) | global-route usage [%] | up-vias
met5 | 0 | 0 | -
met4 | 2.7 | 1.03 | 0
met3 | 8.6 | 1.40 | 4
met2 | 39 | 5.06 | 17
met1 | 49 | 4.17 | 236
li1 | - | - | 287
==> state kept, by name, indices dropped and copies added, names as in the netlist <==
| signal | flops |
|---|---|
| pipe11.ff1.state | 1 |
| pipe9.ff1.state | 1 |
| pipe3.ff1.state | 1 |
| pipe10.ff1.state | 1 |
| pipe1.ff1.state | 1 |
| pipe7.ff1.state | 1 |
| regout.ff.state | 8 |
| pipe0.ff1.state | 1 |
| pipe2.ff1.state | 1 |
| pipe5.ff1.state | 1 |
| pipe12.ff1.state | 1 |
| pipe4.ff1.state | 1 |
| pipe8.ff1.state | 1 |
| pipe6.ff1.state | 1 |
==> through the flow <==
step | std cells | cell area, sq um | setup WS [ns]
after floorplan | 90 | 951 | -0.221
after global placement | 172 | 1170 | -0.233
after detailed placement | 172 | 1170 | -0.255
after CTS | 176 | 1220 | -0.258
after global routing | 176 | 1220 | -0.309
final | 176 | 1220 | -0.250
==> path summary, 6_finish.rpt <==
| kind | endpoint | slack [ns] |
|---|---|---|
| setup reg to reg | regout.ff[6].state | -0.25 |
| hold reg to reg | regout.ff[1].state | 0.44 |
| hold / removal | regout.ff[1].state | 0.44 |
| setup / recovery | regout.ff[6].state | -0.25 |
==> repair_timing <==
action                                  in CTS  in global routing
pin swaps                                    2                  0
resized                                      3                  0
endpoints found under the setup margin       2                  2
Power and IR drop assume default switching activity.
